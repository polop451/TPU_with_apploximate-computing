<file path="design.v">
module activation_buffer #(
    parameter DATA_WIDTH = 8,
    parameter NUM_ACTIVATIONS = 256
)(
    input wire clk,
    input wire rst_n,
    input wire load_enable,
    input wire [$clog2(NUM_ACTIVATIONS)-1:0] load_addr,
    input wire [DATA_WIDTH-1:0] load_data,
    input wire read_enable,
    input wire [$clog2(NUM_ACTIVATIONS)-1:0] read_addr,
    output reg [DATA_WIDTH-1:0] activation_data
);
    reg [DATA_WIDTH-1:0] activation_mem [0:NUM_ACTIVATIONS-1];
    always @(posedge clk or negedge rst_n) begin
        if (!rst_n) begin
            activation_data <= {DATA_WIDTH{1'b0}};
        end else begin
            if (load_enable)
                activation_mem[load_addr] <= load_data;
            if (read_enable)
                activation_data <= activation_mem[read_addr];
        end
    end
endmodule
module mac_unit #(
    parameter DATA_WIDTH = 8,
    parameter ACC_WIDTH = 32
)(
    input wire clk,
    input wire rst_n,
    input wire enable,
    input wire acc_clear,
    input wire signed [DATA_WIDTH-1:0] a_in,       
    input wire signed [DATA_WIDTH-1:0] w_in,       
    input wire signed [ACC_WIDTH-1:0] acc_in,      
    output reg signed [DATA_WIDTH-1:0] a_out,      
    output reg signed [DATA_WIDTH-1:0] w_out,      
    output reg signed [ACC_WIDTH-1:0] acc_out      
);
    reg signed [ACC_WIDTH-1:0] accumulator;
    wire signed [2*DATA_WIDTH-1:0] mult_result;
    assign mult_result = a_in * w_in;
    always @(posedge clk or negedge rst_n) begin
        if (!rst_n) begin
            accumulator <= {ACC_WIDTH{1'b0}};
            a_out <= {DATA_WIDTH{1'b0}};
            w_out <= {DATA_WIDTH{1'b0}};
            acc_out <= {ACC_WIDTH{1'b0}};
        end else if (enable) begin
            a_out <= a_in;
            w_out <= w_in;
            if (acc_clear) begin
                accumulator <= {{(ACC_WIDTH-2*DATA_WIDTH){mult_result[2*DATA_WIDTH-1]}}, mult_result};
            end else begin
                accumulator <= accumulator + {{(ACC_WIDTH-2*DATA_WIDTH){mult_result[2*DATA_WIDTH-1]}}, mult_result};
            end
            acc_out <= accumulator;
        end
    end
endmodule
module systolic_array #(
    parameter SIZE = 4,               
    parameter DATA_WIDTH = 8,
    parameter ACC_WIDTH = 32
)(
    input wire clk,
    input wire rst_n,
    input wire enable,
    input wire acc_clear,
    input wire signed [DATA_WIDTH-1:0] a_in_0,
    input wire signed [DATA_WIDTH-1:0] a_in_1,
    input wire signed [DATA_WIDTH-1:0] a_in_2,
    input wire signed [DATA_WIDTH-1:0] a_in_3,
    input wire signed [DATA_WIDTH-1:0] w_in_0,
    input wire signed [DATA_WIDTH-1:0] w_in_1,
    input wire signed [DATA_WIDTH-1:0] w_in_2,
    input wire signed [DATA_WIDTH-1:0] w_in_3,
    output wire signed [ACC_WIDTH-1:0] acc_out_00, acc_out_01, acc_out_02, acc_out_03,
    output wire signed [ACC_WIDTH-1:0] acc_out_10, acc_out_11, acc_out_12, acc_out_13,
    output wire signed [ACC_WIDTH-1:0] acc_out_20, acc_out_21, acc_out_22, acc_out_23,
    output wire signed [ACC_WIDTH-1:0] acc_out_30, acc_out_31, acc_out_32, acc_out_33
);
    wire signed [DATA_WIDTH-1:0] a_wire [0:SIZE-1][0:SIZE];
    wire signed [DATA_WIDTH-1:0] w_wire [0:SIZE][0:SIZE-1];
    wire signed [ACC_WIDTH-1:0] acc_wire [0:SIZE-1][0:SIZE-1];
    assign a_wire[0][0] = a_in_0;
    assign a_wire[1][0] = a_in_1;
    assign a_wire[2][0] = a_in_2;
    assign a_wire[3][0] = a_in_3;
    assign w_wire[0][0] = w_in_0;
    assign w_wire[0][1] = w_in_1;
    assign w_wire[0][2] = w_in_2;
    assign w_wire[0][3] = w_in_3;
    assign acc_out_00 = acc_wire[0][0];
    assign acc_out_01 = acc_wire[0][1];
    assign acc_out_02 = acc_wire[0][2];
    assign acc_out_03 = acc_wire[0][3];
    assign acc_out_10 = acc_wire[1][0];
    assign acc_out_11 = acc_wire[1][1];
    assign acc_out_12 = acc_wire[1][2];
    assign acc_out_13 = acc_wire[1][3];
    assign acc_out_20 = acc_wire[2][0];
    assign acc_out_21 = acc_wire[2][1];
    assign acc_out_22 = acc_wire[2][2];
    assign acc_out_23 = acc_wire[2][3];
    assign acc_out_30 = acc_wire[3][0];
    assign acc_out_31 = acc_wire[3][1];
    assign acc_out_32 = acc_wire[3][2];
    assign acc_out_33 = acc_wire[3][3];
    genvar row, col;
    generate
        for (row = 0; row < SIZE; row = row + 1) begin : gen_row
            for (col = 0; col < SIZE; col = col + 1) begin : gen_col
                mac_unit #(
                    .DATA_WIDTH(DATA_WIDTH),
                    .ACC_WIDTH(ACC_WIDTH)
                ) pe (
                    .clk(clk),
                    .rst_n(rst_n),
                    .enable(enable),
                    .acc_clear(acc_clear),
                    .a_in(a_wire[row][col]),
                    .w_in(w_wire[row][col]),
                    .acc_in({ACC_WIDTH{1'b0}}),   
                    .a_out(a_wire[row][col+1]),
                    .w_out(w_wire[row+1][col]),
                    .acc_out(acc_wire[row][col])
                );
            end
        end
    endgenerate
endmodule
module tpu_controller #(
    parameter SIZE = 4,
    parameter DATA_WIDTH = 8
)(
    input wire clk,
    input wire rst_n,
    input wire start,                     
    input wire [7:0] matrix_size,         
    output reg weight_load_enable,
    output reg activation_load_enable,
    output reg weight_read_enable,
    output reg activation_read_enable,
    output reg [7:0] weight_addr,
    output reg [7:0] activation_addr,
    output reg array_enable,
    output reg acc_clear,
    output reg busy,
    output reg done,
    output reg [7:0] cycle_counter
);
    localparam IDLE         = 3'b000;
    localparam LOAD_WEIGHTS = 3'b001;
    localparam LOAD_ACTS    = 3'b010;
    localparam COMPUTE      = 3'b011;
    localparam DRAIN        = 3'b100;
    localparam DONE         = 3'b101;
    reg [2:0] state, next_state;
    reg [7:0] load_counter;
    reg [7:0] compute_counter;
    always @(posedge clk or negedge rst_n) begin
        if (!rst_n)
            state <= IDLE;
        else
            state <= next_state;
    end
    always @(*) begin
        next_state = state;
        case (state)
            IDLE: begin
                if (start)
                    next_state = LOAD_WEIGHTS;
            end
            LOAD_WEIGHTS: begin
                if (load_counter >= matrix_size * SIZE - 1)
                    next_state = LOAD_ACTS;
            end
            LOAD_ACTS: begin
                if (load_counter >= matrix_size * SIZE - 1)
                    next_state = COMPUTE;
            end
            COMPUTE: begin
                if (compute_counter >= matrix_size + SIZE - 1)
                    next_state = DRAIN;
            end
            DRAIN: begin
                if (cycle_counter >= SIZE)
                    next_state = DONE;
            end
            DONE: begin
                next_state = IDLE;
            end
        endcase
    end
    always @(posedge clk or negedge rst_n) begin
        if (!rst_n) begin
            weight_load_enable <= 1'b0;
            activation_load_enable <= 1'b0;
            weight_read_enable <= 1'b0;
            activation_read_enable <= 1'b0;
            weight_addr <= 8'd0;
            activation_addr <= 8'd0;
            array_enable <= 1'b0;
            acc_clear <= 1'b1;
            busy <= 1'b0;
            done <= 1'b0;
            load_counter <= 8'd0;
            compute_counter <= 8'd0;
            cycle_counter <= 8'd0;
        end else begin
            case (state)
                IDLE: begin
                    weight_load_enable <= 1'b0;
                    activation_load_enable <= 1'b0;
                    weight_read_enable <= 1'b0;
                    activation_read_enable <= 1'b0;
                    array_enable <= 1'b0;
                    acc_clear <= 1'b1;
                    busy <= 1'b0;
                    done <= 1'b0;
                    load_counter <= 8'd0;
                    compute_counter <= 8'd0;
                    cycle_counter <= 8'd0;
                    weight_addr <= 8'd0;
                    activation_addr <= 8'd0;
                end
                LOAD_WEIGHTS: begin
                    busy <= 1'b1;
                    weight_load_enable <= 1'b1;
                    load_counter <= load_counter + 1;
                    weight_addr <= weight_addr + 1;
                end
                LOAD_ACTS: begin
                    weight_load_enable <= 1'b0;
                    activation_load_enable <= 1'b1;
                    if (state != next_state)
                        load_counter <= 8'd0;
                    else
                        load_counter <= load_counter + 1;
                    activation_addr <= activation_addr + 1;
                end
                COMPUTE: begin
                    activation_load_enable <= 1'b0;
                    weight_read_enable <= 1'b1;
                    activation_read_enable <= 1'b1;
                    array_enable <= 1'b1;
                    acc_clear <= (compute_counter == 0) ? 1'b1 : 1'b0;
                    compute_counter <= compute_counter + 1;
                    cycle_counter <= cycle_counter + 1;
                    if (compute_counter < matrix_size) begin
                        weight_addr <= compute_counter;
                        activation_addr <= compute_counter;
                    end
                end
                DRAIN: begin
                    weight_read_enable <= 1'b0;
                    activation_read_enable <= 1'b0;
                    array_enable <= 1'b0;
                    cycle_counter <= cycle_counter + 1;
                end
                DONE: begin
                    busy <= 1'b0;
                    done <= 1'b1;
                end
            endcase
        end
    end
endmodule
module tpu_top #(
    parameter SIZE = 4,
    parameter DATA_WIDTH = 8,
    parameter ACC_WIDTH = 32,
    parameter NUM_WEIGHTS = 256,
    parameter NUM_ACTIVATIONS = 256
)(
    input wire clk,
    input wire rst_n,
    input wire start,
    input wire [7:0] matrix_size,
    input wire load_weight,
    input wire load_activation,
    input wire [7:0] load_addr,
    input wire [DATA_WIDTH-1:0] load_data,
    output wire busy,
    output wire done,
    output wire [15:0] led,
    output wire [ACC_WIDTH-1:0] result_0,
    output wire [ACC_WIDTH-1:0] result_1,
    output wire [ACC_WIDTH-1:0] result_2,
    output wire [ACC_WIDTH-1:0] result_3
);
    wire weight_load_enable, activation_load_enable;
    wire weight_read_enable, activation_read_enable;
    wire [7:0] weight_addr_ctrl, activation_addr_ctrl;
    wire array_enable, acc_clear;
    wire [7:0] cycle_counter;
    wire signed [DATA_WIDTH-1:0] weight_data [0:SIZE-1];
    wire signed [DATA_WIDTH-1:0] activation_data [0:SIZE-1];
    wire signed [ACC_WIDTH-1:0] acc_out_00, acc_out_01, acc_out_02, acc_out_03;
    wire signed [ACC_WIDTH-1:0] acc_out_10, acc_out_11, acc_out_12, acc_out_13;
    wire signed [ACC_WIDTH-1:0] acc_out_20, acc_out_21, acc_out_22, acc_out_23;
    wire signed [ACC_WIDTH-1:0] acc_out_30, acc_out_31, acc_out_32, acc_out_33;
    wire [7:0] weight_addr = load_weight ? load_addr : weight_addr_ctrl;
    wire [7:0] activation_addr = load_activation ? load_addr : activation_addr_ctrl;
    tpu_controller #(
        .SIZE(SIZE),
        .DATA_WIDTH(DATA_WIDTH)
    ) controller (
        .clk(clk),
        .rst_n(rst_n),
        .start(start),
        .matrix_size(matrix_size),
        .weight_load_enable(weight_load_enable),
        .activation_load_enable(activation_load_enable),
        .weight_read_enable(weight_read_enable),
        .activation_read_enable(activation_read_enable),
        .weight_addr(weight_addr_ctrl),
        .activation_addr(activation_addr_ctrl),
        .array_enable(array_enable),
        .acc_clear(acc_clear),
        .busy(busy),
        .done(done),
        .cycle_counter(cycle_counter)
    );
    genvar i;
    generate
        for (i = 0; i < SIZE; i = i + 1) begin : gen_weight_buffers
            weight_buffer #(
                .DATA_WIDTH(DATA_WIDTH),
                .NUM_WEIGHTS(NUM_WEIGHTS)
            ) wb (
                .clk(clk),
                .rst_n(rst_n),
                .load_enable(load_weight || weight_load_enable),
                .load_addr(weight_addr),
                .load_data(load_data),
                .read_enable(weight_read_enable),
                .read_addr(weight_addr_ctrl + i),   
                .weight_data(weight_data[i])
            );
        end
    endgenerate
    generate
        for (i = 0; i < SIZE; i = i + 1) begin : gen_activation_buffers
            activation_buffer #(
                .DATA_WIDTH(DATA_WIDTH),
                .NUM_ACTIVATIONS(NUM_ACTIVATIONS)
            ) ab (
                .clk(clk),
                .rst_n(rst_n),
                .load_enable(load_activation || activation_load_enable),
                .load_addr(activation_addr),
                .load_data(load_data),
                .read_enable(activation_read_enable),
                .read_addr(activation_addr_ctrl + i),   
                .activation_data(activation_data[i])
            );
        end
    endgenerate
    systolic_array #(
        .SIZE(SIZE),
        .DATA_WIDTH(DATA_WIDTH),
        .ACC_WIDTH(ACC_WIDTH)
    ) sa (
        .clk(clk),
        .rst_n(rst_n),
        .enable(array_enable),
        .acc_clear(acc_clear),
        .a_in_0(activation_data[0]),
        .a_in_1(activation_data[1]),
        .a_in_2(activation_data[2]),
        .a_in_3(activation_data[3]),
        .w_in_0(weight_data[0]),
        .w_in_1(weight_data[1]),
        .w_in_2(weight_data[2]),
        .w_in_3(weight_data[3]),
        .acc_out_00(acc_out_00), .acc_out_01(acc_out_01), .acc_out_02(acc_out_02), .acc_out_03(acc_out_03),
        .acc_out_10(acc_out_10), .acc_out_11(acc_out_11), .acc_out_12(acc_out_12), .acc_out_13(acc_out_13),
        .acc_out_20(acc_out_20), .acc_out_21(acc_out_21), .acc_out_22(acc_out_22), .acc_out_23(acc_out_23),
        .acc_out_30(acc_out_30), .acc_out_31(acc_out_31), .acc_out_32(acc_out_32), .acc_out_33(acc_out_33)
    );
    assign result_0 = acc_out_00;
    assign result_1 = acc_out_01;
    assign result_2 = acc_out_02;
    assign result_3 = acc_out_03;
    assign led[0] = busy;
    assign led[1] = done;
    assign led[2] = array_enable;
    assign led[3] = acc_clear;
    assign led[15:8] = cycle_counter;
    assign led[7:4] = matrix_size[3:0];
endmodule
module weight_buffer #(
    parameter DATA_WIDTH = 8,
    parameter NUM_WEIGHTS = 256
)(
    input wire clk,
    input wire rst_n,
    input wire load_enable,
    input wire [$clog2(NUM_WEIGHTS)-1:0] load_addr,
    input wire [DATA_WIDTH-1:0] load_data,
    input wire read_enable,
    input wire [$clog2(NUM_WEIGHTS)-1:0] read_addr,
    output reg [DATA_WIDTH-1:0] weight_data
);
    reg [DATA_WIDTH-1:0] weight_mem [0:NUM_WEIGHTS-1];
    always @(posedge clk or negedge rst_n) begin
        if (!rst_n) begin
            weight_data <= {DATA_WIDTH{1'b0}};
        end else begin
            if (load_enable)
                weight_mem[load_addr] <= load_data;
            if (read_enable)
                weight_data <= weight_mem[read_addr];
        end
    end
endmodule
</file>
<file path="run.sh">
#!/bin/bash
# OpenROAD 26Q1-2900-gdf79404cd8, Yosys 0.63+post, stock flow scripts
make -C /OpenROAD-flow-scripts/flow DESIGN_CONFIG=/design/flow/config.mk WORK_HOME=/design/flow/orfs finish
</file>
<file path="config.mk">
export PLATFORM = sky130hd
export DESIGN_NAME = tpu_top
export DESIGN_NICKNAME = tpu_top
export VERILOG_FILES = /design/flow/design.v
export SDC_FILE = /design/flow/constraint.sdc
export NUM_CORES = 4
export LEC_CHECK = 1
export CORE_UTILIZATION = 50
</file>
<file path="constraint.sdc">
current_design tpu_top

set clk_period 24.9
set clk_io_pct 0.2

create_clock -name clk0 -period $clk_period [get_ports {clk}]

set non_clock_inputs [all_inputs -no_clocks]
set_input_delay [expr $clk_period * $clk_io_pct] -clock clk0 $non_clock_inputs
set_output_delay [expr $clk_period * $clk_io_pct] -clock clk0 [all_outputs]
</file>
==> results.tsv <==
stage	metric	value	unit
clocking	numClockSinks	4465	
clocking	post_cts_resized	0	
clocking	cts_root_buffer	clkbuf_16	
grt	gr-total-overflow	120000	
synth	synthDistinctLibCells	103	
status	tool.error	[ERROR GRT-0116] Global routing finished with congestion. Check the congestion regions in the DRC Viewer.	
synth	yosys_warnings	8	
synth	ys_seq_share	58.6	%
place	port_buffers	174	
floorplan	io_pins	175	
synth	synth-edff-count	4096	
synth	synthTopCellsByArea	edfxtp_1 (55%), a22oi_1 (7.5%), dfrtp_1 (4.1%)	
synth	syn-instance-count	18500	
synth	syn_area	225000	um^2
floorplan	rows	246	
synth	synth-seq-cells	4465	
clocking	h-tree-depth	5	
synth	yosysCellCount	18500	
place	gp_congestion	2.37	
clocking	cts_setup_buffers	0	
place	dpl.hpwl	2150	mm
grt	grtUsageTotal	132	%
clocking	clock_path_buffers	4	
status	haltStage	global routing (5_1_grt)	
grt	grt_pass1_wl	3410	mm
synth	top_area_share	54.6	%
place	place_area	261000	um^2
synth	synth-main-ff-cell	edfxtp_1	
clocking	cts_buffers	433	
grt	grt_max_degree	146	
synth	synth_area_per_cell	12.2	um^2
floorplan	die_w	674	um
clocking	cts_hold_buf	0	
status	status	aborted with a tool error	
floorplan	floorplan.core_util	50.2	%
synth	synth_area_leader_cell	edfxtp_1	
synth	async_flop_share	8.26	%
floorplan	die_h	674	um
place	placed_cells	27300	
grt	grt_pass1_vias	284000	
synth	ys_chip_area	225000	um^2
-- logic make-up after synthesis --
group | after synthesis | share of synthesized area [%]
compound gates | 6479 | 22.2
xor+xnor | 202 | 0.791
fa+ha+maj | 509 | 3.57
buf+inv | 1291 | 2.24
flops | 4465 | 58.6
mux | 230 | 1.19
simple gates | 5341 | 11.3
-- stage by stage --
step	setup WS (ps)	util, %
detailed placement	13810	58.1
global placement	13830	58.1
floorplan	14840	-
CTS	13810	61.4
-- cell usage after synthesis, types with 446 or more instances --
library cell / number
a21oi_1: 609
inv_1: 446
a221oi_1: 906
nor3_1: 447
a22oi_1: 2241
nand2_1: 809
edfxtp_1: 4096
a22o_1: 932
nor2_1: 1949
nand4_1: 689
nand3_1: 547
clkbuf_1: 593
-- metal layers --
layer  global-route usage [%]  overflow
met1                      113     15500
met2                      187     84000
met3                      100      8920
met4                      113     11100
met5                     87.9       796
