==> ./design.v <==
module memory_controller #(
    parameter DATA_WIDTH = 8,
    parameter ADDR_WIDTH = 10,
    parameter BUFFER_SIZE = 1024   
)(
    input wire clk,
    input wire rst_n,
    input wire load_enable,
    input wire read_enable,
    input wire buffer_select,   
    input wire [ADDR_WIDTH-1:0] wr_addr,
    input wire [DATA_WIDTH-1:0] wr_data,
    input wire wr_enable,
    input wire [ADDR_WIDTH-1:0] rd_addr,
    output reg [DATA_WIDTH-1:0] rd_data,
    output reg buffer_ready
);
    reg [DATA_WIDTH-1:0] buffer_A [0:BUFFER_SIZE-1];
    reg [DATA_WIDTH-1:0] buffer_B [0:BUFFER_SIZE-1];
    always @(posedge clk or negedge rst_n) begin
        if (!rst_n) begin
            buffer_ready <= 1'b0;
            rd_data <= {DATA_WIDTH{1'b0}};
        end else begin
            if (wr_enable) begin
                if (buffer_select == 1'b0)
                    buffer_A[wr_addr] <= wr_data;
                else
                    buffer_B[wr_addr] <= wr_data;
            end
            if (read_enable) begin
                if (buffer_select == 1'b0)
                    rd_data <= buffer_A[rd_addr];
                else
                    rd_data <= buffer_B[rd_addr];
            end
            buffer_ready <= load_enable;
        end
    end
endmodule
==> ./run.sh <==
#!/bin/bash
# OpenROAD 26Q1-2900-gdf79404cd8, Yosys 0.63+post, stock flow scripts
make -C /OpenROAD-flow-scripts/flow DESIGN_CONFIG=/design/flow/config.mk WORK_HOME=/design/flow/orfs finish
==> ./config.mk <==
export PLATFORM = sky130hd
export DESIGN_NAME = memory_controller
export DESIGN_NICKNAME = memory_controller
export VERILOG_FILES = /design/flow/design.v
export SDC_FILE = /design/flow/constraint.sdc
export NUM_CORES = 4
export LEC_CHECK = 1
export CORE_UTILIZATION = 50
==> ./constraint.sdc <==
current_design memory_controller

set clk_period 3.7
set clk_io_pct 0.2

create_clock -name clk0 -period $clk_period [get_ports {clk}]

set non_clock_inputs [all_inputs -no_clocks]
set_input_delay [expr $clk_period * $clk_io_pct] -clock clk0 $non_clock_inputs
set_output_delay [expr $clk_period * $clk_io_pct] -clock clk0 [all_outputs]
==> summary.txt <==
Quick summary of the implementation run below.

The pin count of the biggest net entering global routing is 151. The overflow left after global routing is 293,000. Counting along the longest clock path gives a buffer depth of 6. The fraction of the mapped netlist area in compound gates is 11.1%. The total cells reported by yosys after synthesis is 35,900. The number of standard cells after synthesis came out at 35,900. The floorplan die height came out at 1.11 mm. The final weighted congestion of routability-driven global placement came out at 1.89. The per-instance average area after synthesis is 17.1 um^2.

The total CTS buffers came out at 1,682. The flow did not finish. The clock net sink count is 16,400. Global routing used 127% of the available tracks across all layers. The share of synthesized registers carrying an async set or reset is 0.0549%. The tree is rooted in a sky130_fd_sc_hd__clkbuf_16. The number of port buffers is 42. The number of global-route vias before repair came to 651,000. The post-synth register bit count is 16,400. The tool reported: "[ERROR GRT-0116] Global routing finished with congestion. Check the congestion regions in the DRC Viewer".

The first global-routing pass estimated 8470 mm of wire. The number of ports placed on the die boundary is 43. The number of warning messages in the yosys log is 3.

The portion of synthesized area spent on multiplexers is 0.120%. The worst setup slack before clock tree synthesis is -4100 ps. The detailed placement HPWL came out at 5250 mm. The post-synth count of flops with an enable pin is 16,400. The initialized floorplan defines 406 standard-cell rows. In the synthesized netlist the dominant register cell turns out to be sky130_fd_sc_hd__edfxtp_1. The floorplan die width is 1.11 mm. The chip area from the yosys synthesis statistics is 0.613 mm^2.

The floorplan utilization is 50.2%. After synthesis, the largest family of logic cells by area is AND-OR/OR-AND gates. The xor/xnor cell area share of the yosys netlist came out at 0.00837%.

It got as far as global routing and failed there. The share of the yosys chip area belonging to registers is 80.3%. The number of distinct standard cells referenced by the synthesized netlist is 102. The synthesized-area fraction occupied by and/or/nand/nor cells came out at 6.81%.

Per the CTS log, the maximum H-tree level is 7. After Yosys synthesis, full adders, half adders and majority gates account for 0% of the synthesized area. Before any placement, the netlist area is recorded as 0.613 mm^2.
## cell usage after synthesis, types with 142 or more instances
cell,count,area [um^2]
sky130_fd_sc_hd__a22o_1,1030,9020
sky130_fd_sc_hd__a221oi_1,335,2930
sky130_fd_sc_hd__nor3_1,1338,6700
sky130_fd_sc_hd__and4_1,249,2180
sky130_fd_sc_hd__nor2_1,2378,8930
sky130_fd_sc_hd__a222oi_1,172,1720
sky130_fd_sc_hd__a21oi_1,288,1440
sky130_fd_sc_hd__or4_1,142,1070
sky130_fd_sc_hd__nor4_1,557,3480
sky130_fd_sc_hd__nand3_1,571,2860
sky130_fd_sc_hd__buf_2,401,2010
sky130_fd_sc_hd__clkbuf_1,1571,5900
sky130_fd_sc_hd__nand4_1,1502,9400
sky130_fd_sc_hd__a32oi_1,339,2970
sky130_fd_sc_hd__nand2_1,1141,4280
sky130_fd_sc_hd__edfxtp_1,16400,492000
sky130_fd_sc_hd__buf_1,224,841
sky130_fd_sc_hd__a22oi_1,5699,42800
sky130_fd_sc_hd__o22ai_1,266,1660
sky130_fd_sc_hd__o21ai_0,202,1010
## per-layer routing
metal,global-route usage (%),overflow
met5,96.8,2981
met4,101,17800
met3,105,31200
met2,138,114000
met1,158,127000
## kinds of logic after synthesis
group                     Yosys count
DFF                             16400
and+or+nand+nor                  8219
muxes                              69
AOI/OAI and AO/OA                8875
buffers and inverters            2350
xor gates and xnor gates            5
## per-stage QoR
stage	power [mW]	std cells	area [um^2]	TNS (ps)	utilization, %
2_1_floorplan	211	35900	614000	-2260	-
3_3_place_gp	224	64300	801000	-109890	65.6
3_5_place_dp	224	64400	803000	-112770	65.7
4_1_cts	384	67500	860000	-7790	70.4
## what timing repair did
action | CTS
setup endpoints to repair | 8
gates resized | 735
hold buffers | 10
setup buffers | 172
endpoints found under the hold margin | 88
pin swaps | 158
cloned | 11
Power and IR drop assume default switching activity.
